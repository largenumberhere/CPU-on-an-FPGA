**/design/flow/run.sh**
```bash
#!/bin/bash
# OpenROAD 26Q1-2900-gdf79404cd8, Yosys 0.63+post, stock flow scripts
make -C /OpenROAD-flow-scripts/flow DESIGN_CONFIG=/design/flow/config.mk WORK_HOME=/design/flow/orfs finish
```
**/design/flow/config.mk**
```make
export PLATFORM = sky130hd
export DESIGN_NAME = SlowClock
export DESIGN_NICKNAME = SlowClock
export VERILOG_FILES = /design/flow/design.v
export SDC_FILE = /design/flow/constraint.sdc
export NUM_CORES = 4
export LEC_CHECK = 1
export CORE_AREA = 10 10 94 94
export DIE_AREA = 0 0 104 104
```
**/design/flow/constraint.sdc**
```tcl
current_design SlowClock

set clk_period 2.8
set clk_io_pct 0.2

create_clock -name clk0 -period $clk_period [get_ports {clock_in}]

set non_clock_inputs [all_inputs -no_clocks]
set_input_delay [expr $clk_period * $clk_io_pct] -clock clk0 $non_clock_inputs
set_output_delay [expr $clk_period * $clk_io_pct] -clock clk0 [all_outputs]
```
**/design/flow/design.v**
```verilog
module SlowClock(
    input clock_in,     
    output clock_out
);
parameter count_value = 13_499_999;  
reg [23:0] count_value_reg;
reg count_value_flag;
always @(posedge clock_in) begin                        
    if (count_value_reg <= count_value) begin       
        count_value_reg <=count_value_reg + 1'b1;
        count_value_flag <= 1'b0;                    
    end
    else begin                                       
        count_value_reg <= 23'b0;
        count_value_flag <= 1'b1;                    
    end
end
reg clock_out_reg = 1'b0;  
always @(posedge clock_in) begin 
    if (count_value_flag)                           
        clock_out_reg <= ~clock_out_reg;               
    else
        clock_out_reg <= clock_out_reg;            
end
assign clock_out = clock_out_reg;
endmodule
```
==> git commit body <==
Refresh implementation metrics

* Power per standard cell area: 478 nW/um^2
- Final number of setup-violating endpoints: 0
- Yosys cell types: 30
- Minimum setup slack after placement: 1.05 ns
- Die height: 104 microns
* Setup repair after global routing missed its margin: no
* Logic pwr share: 0
* Leading area contributor after synthesis: dfxtp_1
* FA/HA/MAJ Cells, Area Fraction: 0.0107
* Area of the die: 10800 sq um
- STA shows the worst reg2reg path with a cell count of 5.
- Per the timing report, the most critical flop-to-flop path originates at count_value_reg[0].
* Most frequently placed logic cells in the final layout: dfxtp_1 (25), nor2_1 (16), xor2_1 (11)
- Cell internal pwr: 0.527 mW
* Required time of the critical path: 3.01 ns
* Global-route total usage across every layer: 0.0356
* R2R setup slack: 1.03 ns
- Sequential element share of the synthesized area: 0.455
- Logic depth of the worst path, buffers included: 5
- Per the final layout report, the fraction of cells sized above drive strength 1 comes to 0.0846.
- Count of standard-cell rows: 30
* Clock-pin slew on the worst setup and hold paths: 0.09 ns
- Layout Utilization: 0.197
- Wires add up to 1930 microns.
- Per the slew report, the remaining headroom to the max-slew limit stands at 0.800.
- Yosys stat counts 128 cells in the synthesized netlist.
- Number of instances in the synthesized netlist: 128
- The first detailed-routing pass took 4 iterations.
- Global-route track usage on met1: 0.0518
* Minimum clock period: 1.77 ns
- The longest incremental delay of any stage on the critical path is reported as 0.52 ns.
- Initial core utilization: 0.171
- Setup slack on the critical path of the routed design comes to 1.03 ns.
* Number of H-tree levels: 1
* Final cycle utilization of the critical path: 0.632
* Met2 capacity usage during global routing: 0.0541
* Beginning of the critical path: count_value_reg[0]
- Number of input and output port buffers inserted: 1
- Global routing put the most usage on met2.
- The transition time recorded at the tightest slew-check pin is 0.301 ns.
- Total leakage power: 0.557 nW
- Post-CTS setup buffers: 0
- Per the CTS log, the root buffer master is clkbuf_8.
- At the worst endpoint, the arrival time is 1.98 ns.
- Post-route worst hold slack: 0.437 ns
* Hold buffer count at cts: 0
- The final timing report lists a hold violation count of 0.
- The run finished with clean final reports.
* Global-route wire length before repair: 3440 microns
- Synth Register Bits: 26
* Initial antenna violation count: 0
- Instance area after placement: 1280 sq um
- The chip area line in the Yosys stat output reads 1160 sq um.
- Critical Path Sink Type: flip-flop
- Of the total power, the share spent switching nets is 0.182.
* Tool warning count: 25
* GPL Wtd Cong: 0.758
- Summing over every cut layer, the via total after detailed routing is 868.
- Per the post-route antenna check, the number of violating nets is 0.
- Along the worst path, the maximum fanout reaches 9.
- Netlist Area Pre-Place: 1160 sq um
* CP max stage cell: or4_4
- Number of buffers inserted during clock tree synthesis: 3
* Maximum number of pins on one net before global-route repair: 16
* Endpoint of the worst setup timing path: count_value_reg[22]
* CP Cell Sequence: ha_1 > and4_2 > nand4_4 > or4_4 > a21oi_2
- Number of sinks driven by the clock tree: 26
- Post-synthesis xor/xnor area fraction: 0.0977
* Summed negative setup slack over all endpoints: 0 ns
* Remaining routing DRC violations: 0
* Floorplan Core Area: 6830 sq um
- Worst Path Class, Setup: reg2reg
* Area of all placed cells without fillers: 1350 sq um
* Type of the most critical hold path: reg2reg
- Clock tree skew after final layout: 0.00798 ns
- Per the power-grid run, VDD falls by no more than 0.174 mV.
- In the placement report, post-DP HPWL is listed as 1320 microns.
- Per the synthesis report, the AND-OR/OR-AND share of the synthesized area is 0.105.
* Overflow left after global routing: 0
* Synthesized-area fraction occupied by and/or/nand/nor cells: 0.289
- Diodes inserted: 0
- STA classifies the critical path startpoint as a flip-flop.
- Per the layout report, the design carries 781 filler cells.
- Buffer depth of the longest clock path: 2
- Flop area: 531 sq um
- The power report attributes to the sequential group a share of 0.577.
* Final routed wire length divided by cell count: 8.53 microns
- The die is 104 microns wide.
- I/O pin count: 2
- Total number of yosys warnings: 1
- Area of the multi-input gates: 586 sq um
- Most instantiated logic cell after routing: dfxtp_1
- The register with the most flip-flops in the layout has 24 of them.
- Area growth from synthesis to layout: 15.6%
- The run reported a max-capacitance violation count of 0.
- Maximum achievable frequency: 566 MHz
- Synth Area per Inst: 9.10 sq um
* Mux cell area share: 0
- The via count of the first global-routing pass came to 770.
* CTS tree: built
- The timing report notes that buffer and inverter cells on the critical path total 0.
* First-iteration detailed-routing DRC count: 49
- Combinational family with the most area after synthesis: simple AND/OR/NAND/NOR gates
- Met3 track demand over resource: 0.00752
- Category of cells accounting for the largest share of critical-path delay: simple AND/OR/NAND/NOR gates
* Clk latency of the worst-skew pair: 0.27 ns
* End of the worst register-to-register path: count_value_reg[22]
* Per-cell via count in the routed design: 3.84
* Pins Over Slew Limit: 0
* Clock share of power: 0.423
- Number of gates resized after cts: 0
- Top cells by area: dfxtp_1 (43%), xor2_1 (8.3%), nor2_1 (5.2%), a21oi_1 (3.4%), nand3_1 (3.4%)
* Switching power total: 0.117 mW
* Fraction of post-synthesis cell area in the top cell type by area: 0.430
how the worst min path moves through the flow:
stage	start	cells after the start	end
global route	count_value_flag	0	clock_out_reg
finish	count_value_flag	0	clock_out_reg
CTS	count_value_flag	0	clock_out_reg
layer usage:
layer / up-vias / wire length, microns / share of wire
li1: 457 / - / -
met1: 397 / 1010 / 0.52
met2: 12 / 824 / 0.43
met3: 2 / 64 / 0.033
met4: 0 / 27 / 0.014
met5: - / 0 / 0
Yosys cell counts (all sizes together):
| cell type | number |
|---|---|
| nand3 | 8 |
| ha | 1 |
| o21ai | 7 |
| buf | 4 |
| nand4 | 8 |
| or4 | 4 |
| and3 | 1 |
| a21o | 1 |
| nand2 | 7 |
| a211o | 1 |
| xnor2 | 2 |
| edfxtp | 1 |
| and2 | 2 |
| clkbuf | 1 |
| or3 | 5 |
| a21oi | 9 |
| and4b | 1 |
| xor2 | 11 |
| nor2 | 16 |
| o31ai | 3 |
| and4 | 5 |
| inv | 5 |
| dfxtp | 25 |
logic make-up after synthesis:
group           count (synthesis)
simple gates                   57
compound gates                 21
flops                          26
xor+xnor                       13
buf+inv                        10
fa+ha+maj                       1
area by class of cell:
cell class,instances,share of cell area
inverters,5,0.0139
multi-input cells,92,0.435
flip-flops and latches,26,0.394
repair buffers,3,0.0186
well taps,96,0.0892
clock buffers,4,0.0493
stage by stage:
stage | instances | power [mW]
2_1_floorplan | 128 | 0.380
3_3_place_gp | 222 | 0.380
3_5_place_dp | 222 | 0.380
4_1_cts | 226 | 0.654
5_1_grt | 226 | 0.669
6_report | 226 | 0.644
power groups by stage:
stage	clock (mW)	combinational, mW	sequential, mW
6_report	0.272	0.000000310	0.371
5_1_grt	0.298	0.000000310	0.372
4_1_cts	0.282	0.000000310	0.371
Power figures rest on the tool's default switching activity, not on a simulated workload.
